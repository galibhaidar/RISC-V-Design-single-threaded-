--- run.sh ---
#!/bin/bash
# OpenROAD 26Q1-2900-gdf79404cd8, Yosys 0.63+post, stock flow scripts
make -C /OpenROAD-flow-scripts/flow DESIGN_CONFIG=/design/flow/config.mk WORK_HOME=/design/flow/orfs finish
--- config.mk ---
export PLATFORM = sky130hd
export DESIGN_NAME = mux_4x1
export DESIGN_NICKNAME = mux_4x1
export VERILOG_FILES = /design/flow/design.v
export SDC_FILE = /design/flow/constraint.sdc
export NUM_CORES = 4
export LEC_CHECK = 1
export CORE_AREA = 10 10 84 84
export DIE_AREA = 0 0 94 94
--- constraint.sdc ---
current_design mux_4x1

set clk_period 1.5
set clk_io_pct 0.2

create_clock -name clk0 -period $clk_period

set non_clock_inputs [all_inputs -no_clocks]
set_input_delay [expr $clk_period * $clk_io_pct] -clock clk0 $non_clock_inputs
set_output_delay [expr $clk_period * $clk_io_pct] -clock clk0 [all_outputs]
--- design.v ---
module mux_4x1 (
    input [1:0] select,
    input [31:0] A0,
    input [31:0] A1,
    input [31:0] A2,
    input [31:0] A3,
    output reg [31:0] Z
);
always @ (*) begin
    case (select)
        2'b00 : Z = A0;
        2'b01 : Z = A1;
        2'b10 : Z = A2;
        2'b11 : Z = A3;
        default : Z = A0;
    endcase
end
endmodule
==> job_summary.md <==
## Synthesis and layout report

| Metric | Value |
|---|---|
| Share of layout cells above drive strength 1 | 36.63% |
| Met2 wire length | 3.030 mm |
| CP cell instances | buf_16 > buf_16 > mux4_2 > buf_2 |
| FP Util | 15.65% |
| Syn Area/Cell | 20.89 µm² |
| # fillers | 540 |
| P per Cell Area | 241.5 nW/µm² |
| P_leak | 1.111 nW |
| IO Pins | 162 |
| Layout Cells excl Fill | 272 |
| Synthesized area | 814.5 µm² |
| Hold path depth | 3 |
| Synth warnings | 1 |
| Setup ws final | -0.0004383 ns |
| Largest area contributor in the netlist | mux4_2 |
| Ant. Diodes | 0 |
| Worst slew pin tran | 0.1523 ns |
| FP Rows | 26 |
| # port buffers | 162 |
| Top cells by count | mux4_2 (30), buf_12 (3), buf_2 (3) |
| WP data required | 1.20 ns |
| Gate Area | 720.7 µm² |
| Vias after detailed routing | 1198 |
| Yosys stat area | 814.5 µm² |
| GPL Wtd Cong | 0.8283 |
| Max Freq | 666.5 MHz |
| Die footprint | 8836 µm² |
| Adder Share, Synth | 0% |
| Critical path launch point type | input pin |
| Drt pass-1 iters | 2 |
| Critical path's most frequent cell | buf_16 |
| Postcts setup bufs | 0 |
| Placed instance count | 267 |
| Core area | 5205 µm² |
| Setup CP Type | in2out |
| Max FO, Critical Path | 6 |
| Main logic family | multiplexers |
| Total grt overflow | 0 |
| Max Cap Viol | 0 |
| Failing checks | negative setup slack |
| Synth top cell by count | mux4_2 |
| CLK BUF | 0 |
| Area growth, synth to finish | 184.8% |
| Cycle use final | 100.0% |
| Antenna violations before repair | 0 |
| Routed WL per cell | 21.75 µm |
| Mux frac, synth | 89.40% |
| Pre-CTS setup slack | -0.6143 ns |
| Post-layout util | 44.57% |
| 1st-iter DRT viols | 32 |
| Final antenna-violating net count | 0 |
| Hold Crit Start | A0[13] |
| Die Width | 94 µm |
| First-pass GRT wire length | 8.852 mm |
| Top Metal Used | met4 |
| Number of global-route vias before repair | 1401 |
| M1 wire length | 2.189 mm |
| Outcome | finished, violations left |
| Stage-log warning count | 34 |
| Vias per cell | 4.404 |
| Yosys cell count | 39 |
| RSZ-0062 raised after global routing | yes |
| Fin. Hold Viols | 0 |
| Post-synthesis cell type count | 5 |
| Largest net degree at the start of global routing | 17 |
| Setup violations, final | 1 |
| Simple Share, Synth | 0% |
| Seq cells | 0 |
| Worst relative slew slack | 89.92% |
| Path category of the worst min-delay check | in2out |
| Floorplan die height | 94 µm |
| Post-CTS Hold Fix Bufs | 0 |
| Main area contributors | mux4_2 (83%), buf_12 (7.4%), mux4_1 (6.5%) |
| Seq/Total Area, Yosys | 0% |
| Biggest cell delay along the critical path | 0.50 ns |
| Synth Instances | 39 |
| VDD IR-drop max | 0.0001251 V |
| Dominant cell area share | 82.95% |
| Ao+oa area frac | 0% |
| Residual DRC | 0 |
| Xor+xnor area frac | 0% |
| Flop area | 0 µm² |
| Min Tclk post-route | 1.500 ns |
| GR Util All Layers | 13.31% |
| Arr. time, crit path | 1.20 ns |
| Final Max Tran Viols | 0 |
| Worst setup path start | select[0] |
| DR WL met3 | 680 µm |
| Slowest-stage cell, CP | mux4_2 |
| Worst setup EP type | primary output |
| Routed WL | 5.915 mm |
| Post-DP HPWL | 5.064 mm |
## stage by stage
step                      hold slack (ns)  cell area [µm²]  total power (W)    TNS [ns]
after floorplan                    0.6864            814.5        0.0001885           0
after global placement              1.604             2492        0.0007211      -18.78
after detailed placement            1.594             2492        0.0007219      -18.71
after CTS                           1.087             2320        0.0005759   -0.005433
after global routing                1.100             2320        0.0006101     -0.4836
final                               1.081             2320        0.0005603  -0.0004383
## worst max-delay path, delay by kind of cell
family                 cells  cell delay [ns]
muxes                      1             0.50
buffers and inverters      3             0.40
## layout make-up
cell class | count | share of cell area, %
Timing Repair Buffer | 170 | 65.16
Multi-Input combinational cell | 32 | 31.07
Tap cell | 70 | 3.776
## placed cells by master, fill, tap and decap left out
cell | Yosys | layout
dlygate4sd2_1 | 0 | 128
buf_12 | 3 | 3
mux4_2 | 30 | 32
buf_16 | 0 | 6
buf_2 | 3 | 33
## per-layer routing
metal | vias to the layer above | global-route usage [%]
li1 | 538 | -
met1 | 562 | 15.89
met2 | 96 | 23.33
met3 | 2 | 5.331
met4 | 0 | 0.3797
met5 | - | 0
## kinds of logic after synthesis
logic type	count (synthesis)
mux	32
buf+inv	7
## final timing paths
kind                     to  slack [ns]
worst min-delay path  Z[13]        1.08
worst max-delay path   Z[1]     -0.0004
## power breakdown
part,leakage [nW],switching (W),internal [W]
logic,1.11,0.000144,0.000416
registers,0,0,0
clock network,0,0,0
## what timing repair did
action / 4_1_cts / 5_1_grt
cloned: 5 / 0
resized: 248 / 0
endpoints found under the hold margin: 0 / 0
pin swaps: 0 / 0
setup endpoints to repair: 32 / 31
No activity file was given, so power comes from the tool's default toggle rates.

==> flow/design.v <==
module registers (
    input clk,
    input rst_n,
    input wr_en,
    input rd_en,
    input [4:0] write_address, address_A, address_B,
    input [31:0] write_data,
    input [1:0] reg_data_length,
    output reg [31:0] data_A, data_B
    );
    reg [31:0] register [31:0];
    integer i;  
    always @ ( posedge clk or negedge rst_n ) begin
        if (!rst_n) begin
            data_A <= 32'b0;
            data_B <= 32'b0;
            register[0] <= 32'b0;
        end
        else begin
            if (wr_en) begin
                if (write_address == 0)
                    register[write_address] <= 32'b0;
                else begin
                    if (reg_data_length == 2)
                        register[write_address][7:0] <= write_data;
                    else if (reg_data_length == 1)
                        register[write_address][15:0] <= write_data;
                    else
                        register[write_address] <= write_data;
                end
            end
            else if (rd_en) begin
                data_A <= register[address_A];
                data_B <= register[address_B];
            end
        end        
    end    
endmodule
==> flow/run.sh <==
#!/bin/bash
# OpenROAD 26Q1-2900-gdf79404cd8, Yosys 0.63+post, stock flow scripts
make -C /OpenROAD-flow-scripts/flow DESIGN_CONFIG=/design/flow/config.mk WORK_HOME=/design/flow/orfs finish
==> flow/config.mk <==
export PLATFORM = sky130hd
export DESIGN_NAME = registers
export DESIGN_NICKNAME = registers
export VERILOG_FILES = /design/flow/design.v
export SDC_FILE = /design/flow/constraint.sdc
export NUM_CORES = 4
export LEC_CHECK = 1
export CORE_UTILIZATION = 40
==> flow/constraint.sdc <==
current_design registers

set clk_period 3.5
set clk_io_pct 0.2

create_clock -name clk0 -period $clk_period [get_ports {clk}]

set non_clock_inputs [all_inputs -no_clocks]
set_input_delay [expr $clk_period * $clk_io_pct] -clock clk0 $non_clock_inputs
set_output_delay [expr $clk_period * $clk_io_pct] -clock clk0 [all_outputs]
==> run summary <==
Summary of the current implementation state.

- Nets still carrying antenna violations after routing amount to 0.
- The startpoint type of the worst setup path is an input pin, for reference.
- The vertical die dimension is 343.5 um, for reference.
- The total half-perimeter wirelength after legalization and detailed placement is 173.2 mm, for reference.
- The clock transition at the registers of the reported paths is 0.07 ns, for reference.
- For this run, design rule violations remaining after detail routing come to 0.
- Counting pins that exceed their max-slew limit in the final report gives 0.
- During placement, the flow inserted port buffers numbering 116.
- For the pin with the worst max-slew slack, the measured transition is 1.164 ns.
- The number of filler cells placed in the layout is 9682, for reference.
- The synthesized netlist handed to floorplanning was reported with a cell count of 3346.
- The vias per cell is 7.108, for reference.
- The area of the die is 118000 sq um, for reference.
- The detailed-routing iteration count for the pre-antenna-repair pass is 7, for reference.
- After synthesis, the netlist uses 83 different library cells.
- The endpoint arrival time on the critical path is 3.38 ns, for reference.
- Counting flops and latches in the post-synthesis netlist gives 1056.
- The share of layout cells above drive strength 1 is 21.00%, for reference.
- The count of buffer and inverter cells on the critical path is 4, for reference.
- The H-tree was split into 3 levels.
- The share of async-settable or async-resettable flops after synthesis is 6.061%, for reference.
- The warning tally printed by Yosys for this design is 2.
- Each instance of the synthesized netlist takes up on average 13.94 sq um.
- The main area contributors are edfxtp_1 64%, a22oi_1 9.1%, dfrtp_1 3.4%.
- The most common cell after layout, fill and taps aside is edfxtp_1, for reference.
- Clock tree synthesis inserted a total of 113 buffers.
- Counting flops with a built-in enable in the synthesized netlist gives 992.
- Clock tree synthesis selected as its root buffer the cell clkbuf_16.
- The number of global-route vias before repair came to 39190.
- The total length of routed wires is 262.3 mm, for reference.
- In this run the standard cell core region covers 115000 sq um.
- In this run the VDD rail shows a maximum IR drop of 0.4188 mV.
- The cell family with the largest share of critical-path delay is buffers and inverters, for reference.
- The total number of clock tree sinks is 1056, for reference.
- The horizontal die dimension reported for this design is 343.5 um.
- The area fraction of the largest cell type after synthesis is 63.86%.
- The area of the multi-input gates is 14460 sq um, for reference.
- After clock tree synthesis, the repair step resized 0 gates.
- The smallest clock period supported by the final layout is computed as 2.786 ns.
- The wire length of the first global-routing pass is 345.0 mm, for reference.
- The number of antenna violations at the first check in global routing came to 12.
- Post-route period utilization is reported as 79.60%.
- TritonCTS built the clock tree.
- The maximum buffer depth of the clock tree is 3, for reference.
- Of all cell types, the one taking the most synthesized area is edfxtp_1.
- The flow ran to the end, and the final reports show no timing, DRC or antenna violations.
- Along the worst path, the maximum fanout reaches 20.
- The flow reports an fmax of 359.0 MHz.
- Summing over the stages, the warning tally comes to 26.
- The sum of negative setup slack is 0 ns, for reference.
- In the floorplan report the effective utilization is 40.57%.
- The number of max-cap violations is 0, for reference.
- Data on the critical path is required at its endpoint by 4.09 ns.
- The number of instances in the placed design is 5159, for reference.
- In the layout the commonest cells are 992 x edfxtp_1, 568 x a22oi_1, 350 x buf_4, 168 x nand2_1, 161 x nor2_1.
- Setup violations remaining at the end of the flow were counted as 0.
- After synthesis, flip-flops and latches occupy 67.30% of the total area.
- The kind of end point of the critical path is a register, for reference.
- The leakage power of the design is 19.15 nW, for reference.
- The count of vias placed by the detailed router is 38250, for reference.
- The worst setup path category is input pin to register, for reference.
- The global-route usage over all layers is 48.23%, for reference.
- The stat command in Yosys gives a chip area of 46640 sq um.
- Traced cell by cell, the critical path runs through clkdlybuf4s50_1 > buf_12 > nand4bb_2 > buf_4 > nor2_1 > buf_4 > a22oi_1 > nand4_1 > nor4_1 > o21ai_1.
- The signed area change from the synthesized netlist to the final layout is 22.46%, for reference.
- The final report lists a non-filler cell total of 5382.
- Entering global routing, the biggest net connects 34 pins.
- The detailed router's first-iteration violation count is 4490, for reference.
- The cell with the biggest individual delay on the critical path is clkdlybuf4s50_1, for reference.
- The storage element area is 31390 sq um, for reference.
- Setup repair after global routing left no endpoint under its margin.
- The most frequently used flop master after synthesis is edfxtp_1, for reference.
- The congestion estimate from routability-driven global placement came to 1.075.
- For this design the top-level I/O count stands at 117.
- In this design, the critical path's most frequently occurring cell is buf_4.
- The clock latency at the later pin of the worst-skew pair is 0.74 ns, for reference.
- After global routing the overflow that remains totals 0.
- The number of cells reported by Yosys stat comes to 3346.
- In this run the power density over the cells is 512.2 nW/um^2.
- The final tally of hold violations is 0, for reference.
- The headroom to the max-slew limit is 22.06%, for reference.
- Per STA, the highest per-stage delay on the worst path measures 0.51 ns.
- The worst-case clock skew is 0.02896 ns, for reference.
- The netlist area before placement is 46640 sq um, for reference.
- Checking hold timing, the worst path is listed with class input pin to asynchronous set/reset pin.
- Dividing the detail-routed wire length by the instance count gives 48.74 um.
- The number of rows created at floorplan is 124, for reference.
-- kinds of logic after synthesis --
family	Yosys count	share of synthesized area [%]
DFF	1056	67.30
AOI/OAI and AO/OA	1060	17.20
and+or+nand+nor	819	9.117
muxes	160	3.546
buffers and inverters	250	2.822
xor gates and xnor gates	1	0.01878
-- cells in the mapped netlist, types with 51 or more instances --
master and instances:
edfxtp_1 992, a22oi_1 568, a21oi_1 62, nor2_1 231, clkbuf_1 61, and3_1 73
buf_2 134, a22o_1 88, o21ai_0 64, dfrtp_1 64, nand4_1 106, nand2_1 168
mux2i_1 127, nand3_1 51, a221oi_1 55
-- power breakdown --
part	switching [mW]	internal (mW)
Combinational	1.60	0.868
Sequential	0.167	14.0
Clock	5.29	7.33
-- layout make-up --
class / instances / area share, %
inverters: 2 / 0.01314
diodes: 9 / 0.03943
flip-flops and latches: 1056 / 54.95
multi-input cells: 2040 / 25.31
clock inverters: 70 / 1.417
clock buffers: 143 / 5.327
repair buffers: 550 / 9.629
well taps: 1512 / 3.312
-- path summary, 6_finish.rpt --
path | cells after the start | to | slack (ns) | from
max | 10 | data_B[28]$_DFFE_PN0P_ | 0.71 | address_B[3]
min | 2 | data_A[3]$_DFFE_PN0P_ | 0.32 | rst_n
max reg2reg | 6 | data_A[4]$_DFFE_PN0P_ | 1.40 | register[1][4]$_DFFE_PP_
min reg2reg | 2 | data_A[29]$_DFFE_PN0P_ | 0.49 | data_A[29]$_DFFE_PN0P_
max in group asynchronous | 4 | data_A[0]$_DFFE_PN0P_ | 1.62 | rst_n
min in group clk0 | 2 | data_A[29]$_DFFE_PN0P_ | 0.49 | data_A[29]$_DFFE_PN0P_
-- metal layers --
| metal | wire (um) | vias up | track usage (%) | share of wire, % |
|---|---|---|---|---|
| li1 | - | 14660 | - | - |
| met1 | 82400 | 18700 | 56.18 | 31 |
| met2 | 107800 | 3864 | 62.64 | 41 |
| met3 | 51350 | 997 | 38.58 | 20 |
| met4 | 20070 | 29 | 27.29 | 7.7 |
| met5 | 719 | - | 5.008 | 0.27 |
-- per-stage QoR --
stage	power (mW)	hold slack, ns	worst slack [ns]	instance area (sq um)	util [%]
global placement	16.79	0.4732	0.05439	53230	46.31
finish	29.26	0.3191	0.7141	57120	49.68
global route	29.81	0.3215	0.6733	57100	49.66
floorplan	15.33	0.4044	0.7365	46640	-
CTS	29.19	0.3069	0.8143	57100	49.66
detailed placement	16.78	0.4795	0.01962	53230	46.31
-- state kept, by name (all words and copies together) (netlist names) --
signal    cells
register    992
data_B       32
data_A       32
-- what timing repair did --
item	CTS	global route
endpoints found under the hold margin	2	0
buffers inserted	0	0
hold buffers	1	0
Power is estimated from default activity; no workload was simulated.
